==> ./design.v <==
module Vending_Machine(
	input clk,
	input [2:0]  cin,  
	input reset,
	output reg product, 
	output reg [2:0] change , 
	output reg [2:0] current_state); 
parameter [2:0]idel=3'b000;
parameter [2:0]five=3'b001;
parameter[2:0]ten=3'b010;
parameter[2:0]fifteen=3'b011;
parameter[2:0]twenty=3'b100;
parameter[2:0]twenty_five=3'b101;
parameter [2:0]zero=3'b000; 
parameter[2:0]Nickel=3'b001; 
parameter[2:0]Dime=3'b010; 
parameter[2:0]nickel_Dime=3'b011; 
parameter[2:0]Dime_Dime=3'b100; 
parameter[2:0]Quarter=3'b101; 
     reg [2:0] next_state;  
		always @(posedge clk or posedge reset) begin 
			if(reset) 
				begin
				current_state <= idel;
				product<=1'b0;
				end
			 else 
				current_state<= next_state;
		end
always @(current_state or cin) begin  
	next_state=0;
product=0;
change=zero;
case (current_state)
	idel:begin
		case (cin)
		Nickel:begin
				next_state=five;
				end
		Dime:begin
				next_state=ten;
				end
		Quarter:begin
				next_state=twenty_five;
				end	
		 default :next_state=idel;
		endcase			
	end
	five:begin
		case (cin)
		Nickel:begin
				next_state=ten;
				end
		Dime:begin
				next_state=fifteen;
				end
		Quarter:begin
				change=Nickel;
				next_state=twenty_five;
 				end
		default :next_state=five;
		endcase		
	end
	ten:begin
		case (cin)
		Nickel:begin
				next_state=fifteen;
				end
		Dime:begin
				next_state=twenty;
				end
		Quarter:begin
				change=Dime;
				next_state=twenty_five;
				end	
		default :next_state=ten;
		endcase	
	end
	fifteen:begin
		case (cin)
		Nickel:begin
				next_state=twenty;
				end
		Dime:begin
				next_state=twenty_five;
				end
		Quarter:begin
				change=nickel_Dime;
				next_state=twenty_five;
				end	
		default :next_state=fifteen;
		endcase
	end
	twenty:begin
		case (cin)
		Nickel:begin
				next_state=twenty_five;
				end
		Dime:begin
				change=Nickel;
				next_state=twenty_five;
				end
		Quarter:begin
				change=Dime_Dime;
				next_state=twenty_five;
				end
		default :next_state=twenty;
		endcase
	end
	twenty_five:begin
				next_state=idel;
				product=1;
	end
	default :begin
		next_state=idel;
	end
endcase
end
	endmodule 
==> ./run.sh <==
#!/bin/bash
# OpenROAD 26Q1-2900-gdf79404cd8, Yosys 0.63+post, stock flow scripts
make -C /OpenROAD-flow-scripts/flow DESIGN_CONFIG=/design/flow/config.mk WORK_HOME=/design/flow/orfs finish
==> ./config.mk <==
export PLATFORM = sky130hd
export DESIGN_NAME = Vending_Machine
export DESIGN_NICKNAME = Vending_Machine
export VERILOG_FILES = /design/flow/design.v
export SDC_FILE = /design/flow/constraint.sdc
export NUM_CORES = 4
export LEC_CHECK = 1
export CORE_AREA = 10 10 70 70
export DIE_AREA = 0 0 80 80
==> ./constraint.sdc <==
current_design Vending_Machine

set clk_period 1.6
set clk_io_pct 0.2

create_clock -name clk0 -period $clk_period [get_ports {clk}]

set non_clock_inputs [all_inputs -no_clocks]
set_input_delay [expr $clk_period * $clk_io_pct] -clock clk0 $non_clock_inputs
set_output_delay [expr $clk_period * $clk_io_pct] -clock clk0 [all_outputs]
==> out/results.tsv <==
metric	value	unit
outcome	complete, no violations	
Largest stage delay, worst path	460	ps
fin crit period	1550	ps
power per cell area	1360	nW/um^2
post-route cell area	573	sq um
max FFs per register	3	
I/O Pins	12	
hold bufs inserted after CTS	0	
initial antenna violation count	0	
Cell Area, Synth	287	sq um
biggest regs	current_state (3)	
P_sw	0.278	mW
Clock Tree Root	clkbuf_4	
Yosys top cell area share	26.2	%
synth warn	3	
Late-Pin Clk Latency	230	ps
pins over their slew limit	0	
die extent in y	80	um
via-per-instance ratio	3.41	
Req. time, crit path	1280	ps
DRC viols	0	
H-tree lvl count	1	
async set-reset flop share out of synthesis	100	%
Final Wtd Congestion	0.821	
flop-to-flop setup slack	310	ps
vias in the first global route	335	
core area	3420	sq um
crit-path cells	buf_4 -> clkdlybuf4s50_1	
critical path class	reg2out	
Rows	21	
family with the most delay on the worst path	buffers and inverters	
number of enable flip-flop cells	0	
# port buffers	10	
Worst IR Drop VDD	243	uV
Post-Syn Area per Cell	8.19	sq um
Largest Register	current_state	
synth top area cells	dfrtp_1 26%, a31oi_1 4.4%, nand2b_1 4.4%	
total grt overflow	0	
Area growth, synth to finish	100	%
TritonCTS Buffers	3	
Static Leakage	0.244	nW
most frequent cells after synthesis	3 x dfrtp_1, 3 x inv_1, 3 x nand2_1	
dpl hpwl	767	um
cell-internal power	0.500	mW
ys cells	35	
Reg power frac	19.2	%
post-synthesis register bit count	3	
Starting Density	8.39	%
Comb power frac	63.7	%
r2r endpoint	current_state[1]	
Ant. Diodes	0	
overall die width	80	um
slowest CP cell	clkdlybuf4s50_1	
first-pass GRT wire length	1550	um
# clock sinks	3	
Cell Type Count	25	
largest net degree at the start of global routing	9	
CTS tree	yes	
Iter 0 DRT Violations	77	
OpenROAD warning count	25	
Synth Flop Type	dfrtp_1	
Placed Area	531	sq um
clock-pin slew on the worst setup and hold paths	40	ps
reg2reg start	current_state[1]	
Max-cap violations	0	
fillers	389	
worst min path class	in2async	
R2R depth	5	
Crit Path Max Fanout	7	
clock power share	17.1	%
register share after synthesis	26.2	%
CP Depth	2	
final period utilization	97.1	%
Max clock buf depth	2	
clock skew	2.76	ps
area leader, netlist	dfrtp_1	
first-pass detailed-route iteration total	4	
synthesized instance count	35	
CP startpoint kind	flop	
switching part of the total power	35.7	%
RSZ-0062 raised after global routing	false	
die area	6400	sq um
WL/cell	8.92	um
CP bufs+invs	2	
Worst EP arrival	1230	ps
Setup-failing EPs final	0	
Hold Violations, Final	0	
crit path capture type	output port	
proportion of layout cells with a drive suffix above 1	46.8	%
DRT antenna net count	0	
top achievable clock speed	643	MHz
Tot Pwr	0.777	mW
yosys stat area	287	sq um
WL final	963	um
vias	368	
Global Route Usage Sum	2.94	%
## repair_timing
| item | in CTS | in global routing |
|---|---|---|
| setup buffers | 0 | 1 |
| endpoints found under the setup margin | 3 | 3 |
| gates resized | 17 | 2 |
| pin swaps | 1 | 2 |
## power by group through the flow
stage     sequential (mW)  combinational [mW]  clock, mW
4_1_cts             0.147               0.466      0.139
5_1_grt             0.155               0.544      0.144
6_report            0.149               0.495      0.133
## kinds of logic (layout without fill, tap and decap cells)
| logic type | Yosys count | after routing | share of synthesized area [%] |
|---|---|---|---|
| and+or+nand+nor | 15 | 15 | 35.8 |
| AOI/OAI and AO/OA | 10 | 10 | 24.9 |
| buffers and inverters | 6 | 33 | 11.8 |
| DFF | 3 | 3 | 26.2 |
| other | 1 | 1 | 1.31 |
## layout by cell type, fill, tap and decap left out, drive strengths merged
cell,n
inv,4
nor2,2
or2,1
nand2,3
a21oi,2
clkdlybuf4s50,4
nor4b,1
nand3b,1
nor2b,2
a41oi,1
o221ai,1
nand2b,3
dlygate4sd2,3
o211ai,1
a31oi,2
o21ai,1
nor3,1
dfrtp,3
clkbuf,4
buf,18
conb,1
nor3b,1
o32ai,1
o32a,1
## area by class of cell
cell class / count / area, sq um / share of cell area [%]
clock buffers: 4 / 26.3 / 4.59
well taps: 46 / 57.6 / 10.0
multi-input cells: 26 / 201 / 35.2
inverters: 4 / 15.0 / 2.62
flip-flops and latches: 3 / 75.1 / 13.1
repair buffers: 25 / 198 / 34.5
## per-stage QoR
step / util, % / worst slack [ps] / hold slack [ps] / cells / setup TNS [ps]
6_report: 16.8 / 45.7 / 257 / 108 / 0
3_3_place_gp: 15.5 / -546 / 496 / 103 / -1580
3_5_place_dp: 15.5 / -580 / 497 / 103 / -1630
2_1_floorplan: - / 422 / 73.6 / 35 / 0
4_1_cts: 16.4 / 7.53 / 255 / 107 / 0
5_1_grt: 16.8 / 1.67 / 286 / 108 / 0
## how the worst max path moves through the flow
stage,start,end,slack (ps)
after CTS,current_state[1],current_state[1],8
after global routing,current_state[0],current_state[0],2
final,current_state[0],current_state[0],50
## worst register-to-register path, cell delays in order (launching register included)
cell	delay (ps)
dfrtp_1	400
buf_6	140
buf_4	140
nor4b_1	260
a31oi_1	80
a31oi_1	180
## per-layer routing
metal	up-vias	wire (um)	track usage, %
met1	177	436	4.00
met4	0	0	0.704
met3	0	74	1.02
met2	9	452	4.33
li1	182	-	-
met5	-	0	0
Power and IR drop assume default switching activity.
